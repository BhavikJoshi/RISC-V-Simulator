<file path="/design/flow/config.mk">
export PLATFORM = sky130hd
export DESIGN_NAME = decode_stage
export DESIGN_NICKNAME = decode_stage
export VERILOG_FILES = /design/flow/design.v
export SDC_FILE = /design/flow/constraint.sdc
export NUM_CORES = 4
export LEC_CHECK = 1
export CORE_AREA = 10 10 70 70
export DIE_AREA = 0 0 80 80
</file>
<file path="/design/flow/constraint.sdc">
current_design decode_stage

set clk_period 3.7
set clk_io_pct 0.2

create_clock -name clk0 -period $clk_period

set non_clock_inputs [all_inputs -no_clocks]
set_input_delay [expr $clk_period * $clk_io_pct] -clock clk0 $non_clock_inputs
set_output_delay [expr $clk_period * $clk_io_pct] -clock clk0 [all_outputs]
</file>
<file path="/design/flow/design.v">
module decode_stage #(parameter INSTR_SIZE = 32, WORD_SIZE = 32, NUM_A_REGS = 32, ALU_OP_SIZE = 4, ALU_ADD = 4'b0010, ALU_SUB = 4'b0110, ALU_AND = 4'b0000,
							ALU_XOR = 4'b1000, ALU_SRA = 4'b1001, CONTR_SIG_SIZE = 5, CONTR_VALID_INDEX = 0, CONTR_REGWRITE_INDEX = 1, CONTR_ALUSRC_INDEX = 2,
							CONTR_MEMRE_INDEX = 3, CONTR_MEMWR_INDEX = 4)
	(
		input [INSTR_SIZE-1:0] instr_i,
		output reg [$clog2(NUM_A_REGS)-1:0] rd_o,
		output reg [$clog2(NUM_A_REGS)-1:0] rs1_o,
		output reg [$clog2(NUM_A_REGS)-1:0] rs2_o, 
		output reg [WORD_SIZE-1:0] imm_o,
		output reg [ALU_OP_SIZE-1:0] alu_op_o,
		output reg [CONTR_SIG_SIZE-1:0] control_o
	);
	localparam OPCODE_MSB = 6;
	localparam OPCODE_SIZE = 7;
	localparam R_TYPE = 7'b0110011;
	localparam I_TYPE = 7'b0010011;
	localparam L_TYPE = 7'b0000011;
	localparam S_TYPE = 7'b0100011;
	localparam RD_MSB = 11;
	localparam RS1_MSB = 19;
	localparam RS2_MSB = 24;
	localparam FUNCT3_MSB = 14;
	localparam FUNCT7_MSB = 31;
	always @ (*) begin
		case(instr_i[OPCODE_MSB:OPCODE_MSB - OPCODE_SIZE + 1])
			R_TYPE, I_TYPE, L_TYPE: begin
				rd_o = instr_i[RD_MSB:RD_MSB - $clog2(NUM_A_REGS) + 1];
			end
			default: begin
				rd_o = 0;
			end
		endcase
	end
	always @ (*) begin
		case(instr_i[OPCODE_MSB:OPCODE_MSB - OPCODE_SIZE + 1])
			R_TYPE, I_TYPE, L_TYPE, S_TYPE: begin
				rs1_o = instr_i[RS1_MSB:RS1_MSB - $clog2(NUM_A_REGS) + 1];
			end
			default: begin
				rs1_o = 0;
			end
		endcase
	end
	always @ (*) begin
		case(instr_i[OPCODE_MSB:OPCODE_MSB - OPCODE_SIZE + 1])
			R_TYPE, S_TYPE: begin
				rs2_o = instr_i[RS2_MSB:RS2_MSB - $clog2(NUM_A_REGS) + 1];
			end
			default: begin
				rs2_o = 0;
			end
		endcase
	end
	always @ (*) begin
		case(instr_i[OPCODE_MSB:OPCODE_MSB - OPCODE_SIZE + 1])
			I_TYPE, L_TYPE: begin
				imm_o = {{20{instr_i[31]}}, instr_i[31:20]};
			end
			S_TYPE: begin
				imm_o = {{20{instr_i[31]}}, instr_i[31:25], instr_i[11:7]};
			end
			default: begin
				imm_o = 0;
			end
		endcase
	end
	always @ (*) begin
		case(instr_i[OPCODE_MSB:OPCODE_MSB - OPCODE_SIZE + 1])
			R_TYPE: begin
				control_o[CONTR_VALID_INDEX] = 1'b1;
				control_o[CONTR_REGWRITE_INDEX] = 1'b1;
				control_o[CONTR_ALUSRC_INDEX] = 1'b0;
				control_o[CONTR_MEMRE_INDEX] = 1'b0;
				control_o[CONTR_MEMWR_INDEX] = 1'b0;
				if (instr_i[FUNCT3_MSB: FUNCT3_MSB - 3 + 1] == 3'b000 && instr_i[FUNCT7_MSB:FUNCT7_MSB - 7 + 1] == 7'b0000000) begin
					alu_op_o = ALU_ADD;
				end
				else if (instr_i[FUNCT3_MSB: FUNCT3_MSB - 3 + 1] == 3'b000 && instr_i[FUNCT7_MSB:FUNCT7_MSB - 7 + 1] == 7'b0100000) begin
					alu_op_o = ALU_SUB;
				end
				else if (instr_i[FUNCT3_MSB: FUNCT3_MSB - 3 + 1] == 3'b100 && instr_i[FUNCT7_MSB:FUNCT7_MSB - 7 + 1] == 7'b0000000) begin
					alu_op_o = ALU_XOR;
				end
				else if (instr_i[FUNCT3_MSB: FUNCT3_MSB - 3 + 1] == 3'b101 && instr_i[FUNCT7_MSB:FUNCT7_MSB - 7 + 1] == 7'b0100000) begin
					alu_op_o = ALU_SRA;
				end
				else begin
					alu_op_o = ALU_ADD;
					control_o[CONTR_VALID_INDEX] = 1'b0;
				end
			end
			I_TYPE: begin
				control_o[CONTR_VALID_INDEX] = 1'b1;
				control_o[CONTR_REGWRITE_INDEX] = 1'b1;
				control_o[CONTR_ALUSRC_INDEX] = 1'b1;
				control_o[CONTR_MEMRE_INDEX] = 1'b0;
				control_o[CONTR_MEMWR_INDEX] = 1'b0;
				if (instr_i[FUNCT3_MSB: FUNCT3_MSB - 3 + 1] == 3'b000) begin
					alu_op_o = ALU_ADD;
				end
				else if (instr_i[FUNCT3_MSB: FUNCT3_MSB - 3 + 1] == 3'b111) begin
					alu_op_o = ALU_AND;
				end
				else begin
					alu_op_o = ALU_ADD;
					control_o[CONTR_VALID_INDEX] = 1'b0;
				end
			end
			L_TYPE: begin
				control_o[CONTR_VALID_INDEX] = 1'b1;
				control_o[CONTR_REGWRITE_INDEX] = 1'b1;
				control_o[CONTR_ALUSRC_INDEX] = 1'b1;
				control_o[CONTR_MEMRE_INDEX] = 1'b1;
				control_o[CONTR_MEMWR_INDEX] = 1'b0;
				if (instr_i[FUNCT3_MSB: FUNCT3_MSB - 3 + 1] == 3'b010) begin
					alu_op_o = ALU_ADD;
				end
				else begin
					alu_op_o = ALU_ADD;
					control_o[CONTR_VALID_INDEX] = 1'b0;
				end
			end
			S_TYPE: begin
				control_o[CONTR_VALID_INDEX] = 1'b1;
				control_o[CONTR_REGWRITE_INDEX] = 1'b0;
				control_o[CONTR_ALUSRC_INDEX] = 1'b1;
				control_o[CONTR_MEMRE_INDEX] = 1'b0;
				control_o[CONTR_MEMWR_INDEX] = 1'b1;
				if (instr_i[FUNCT3_MSB: FUNCT3_MSB - 3 + 1] == 3'b010) begin
					alu_op_o = ALU_ADD;
				end
				else begin
					alu_op_o = ALU_ADD;
					control_o[CONTR_VALID_INDEX] = 1'b0;
				end
			end
			default: begin
				alu_op_o = ALU_ADD;
				control_o[CONTR_VALID_INDEX] = 1'b0;
				control_o[CONTR_REGWRITE_INDEX] = 1'b0;
				control_o[CONTR_ALUSRC_INDEX] = 1'b0;
				control_o[CONTR_MEMRE_INDEX] = 1'b0;
				control_o[CONTR_MEMWR_INDEX] = 1'b0;
			end
		endcase
	end
endmodule
</file>
<file path="/design/flow/run.sh">
#!/bin/bash
# OpenROAD 26Q1-2900-gdf79404cd8, Yosys 0.63+post, stock flow scripts
make -C /OpenROAD-flow-scripts/flow DESIGN_CONFIG=/design/flow/config.mk WORK_HOME=/design/flow/orfs finish
</file>
==> COMMIT_EDITMSG <==
Update PnR metrics after Yosys + OpenROAD run

- Number of DRC markers after the initial detailed-route iteration: 14
- Post-CTS sizing: 0
- Post-route core utilization: 41.32%
- TritonRoute pass-1 iters: 5
* Sequential power share: 0%
- The synthesized netlist handed to floorplanning was reported with a cell count of 95.
* Most frequent CP cell: clkdlybuf4s50_1
- CP startpoint kind: input pin
- First-pass GRT wire length: 4.374 mm
- The slowest stage of the critical path is the or4_4 cell.
* Tally of OpenROAD warnings: 32
* Chip area line of the yosys report: 604.3 sq um
* Setup repair after global routing missed its margin: no
* Peak clock frequency supported by timing: 0.2851 GHz
- Ratio of routed vias to standard cells: 4.100
- Entering global routing, the biggest net connects 22 pins.
- Leakage power summed over all cells: 0.5517 nW
- The chip occupies 6400 sq um.
* Number of standard cells reported by yosys: 95
* Number of core rows: 21
- Seq Cell Count: 0
- The signal on the critical path passes through clkdlybuf4s50_1 -> or4_4 -> nor4_4 -> nand4_1 -> nor3_2 -> clkdlybuf4s50_1.
* Comb power frac: 100.0%
- FF+latch area: 0 sq um
* Syn_area_per_cell: 6.361 sq um
* Worst vdd rail ir drop: 0.02656 mV
- Result of the run: completed
* Shortest period the worst path allows: 3507 ps
* Layout cells sized above 1: 6.748%
- Data on the critical path is required at its endpoint by 2960 ps.
- In the placement report, post-DP HPWL is listed as 2.635 mm.
- Cell area after placement: 1411 sq um
- Maximum net fanout on the critical path: 4
- STA puts the critical path data arrival time at 2770 ps.
- After clock tree synthesis, the flow added hold-fix buffers numbering 0.
- On the final layout, the worst hold slack is 2393 ps.
- Sw Share: 34.94%
* Number of DRC violations after detailed routing: 0
- In the post-route report, total wirelength is listed as 2.977 mm.
- The library cells used most frequently in the layout, excluding fill and tap cells, are clkdlybuf4s50_1 (88), and3_1 (17), nor2_1 (10), a21oi_1 (7).
- The timing report notes that buffer and inverter cells on the critical path total 2.
- Max-slew violation count: 0
- Average routed wire per standard cell: 14.24 um
- Endpoints with negative setup slack in the final report add up to 0.
- The buffer_ports step reported a buffer count of 88.
* Placer congestion estimate: 0.7876
- Area growth from synthesis to layout: 133.5%
* Number of antenna violations at the first check in global routing: 0
- Antenna Diode Count: 0
* Yosys synthesis warning count: 1
* Width of the chip: 80 um
* Number of cells after detailed placement: 209
- Ratio of total power to cell area: 51.68 nW/um^2
- Relative slew slack: 70.75%
- Area inside the core boundary: 3416 sq um
- Across the run, the number of max-cap violations was 0.
- Core Density at Floorplan: 17.69%
* Period Utilization, post-route: 94.79%
- The mapped netlist covers 604.3 sq um.
- Biggest cell delay along the critical path: 550 ps
- Via count of the first global-routing pass: 812
- Setup crit end kind: output pin
- Across all layers, the routed design uses 857 vias.
- The worst setup path is of the input pin to output pin kind.
- Internal Dissipation: 0.04745 mW
* Sequential share of the synthesized area: 0%
- Remaining antenna violation count after routing: 0
* Setup bufs post-CTS: 0
* Die boundary height: 80 um
- In this run, the clock network consumes 0% of the power.
- Instance count along the most critical hold path: 3
* Overall track demand over capacity in global routing: 8.335%
- Per the OpenROAD power report, switching power amounts to 0.02548 mW.
- The kind of cell with the highest combined delay along the critical path is simple AND/OR/NAND/NOR gates.
* Setup tns final: 0 ps
- The total overflow left after global routing is 0.
- The critical path crosses 6 cells after its start point.
* Finished layout cell area: 1411 sq um
- By instance count after routing, the leading logic cell type is clkdlybuf4s50_1.
- In the final report, the number of hold violations comes to 0.
- The layout has 0 clock buffers.
- The most critical min-delay path falls under input pin to output pin.
* Boundary pin count: 88
* Netlist cell types: 23
* Final cell count without fillers: 209
- For the pin with the worst max-slew slack, the measured transition is 437.8 ps.
power groups by stage:
stage	registers, mW	clock network, mW	logic [mW]
5_1_grt	0	0	0.0795
4_1_cts	0	0	0.0735
6_report	0	0	0.0729
cell type report:
cell class / count / area, sq um
fillers: 342 / 2004
repair buffers: 93 / 918.4
multi-input cells: 69 / 431.7
well taps: 46 / 57.56
inverters: 1 / 3.754
through the flow:
step           setup WS, ps  power (mW)
2_1_floorplan         983.8     0.02089
6_report              192.9     0.07293
3_3_place_gp          191.0     0.07332
3_5_place_dp          164.3     0.07314
4_1_cts               153.8     0.07351
5_1_grt               49.87     0.07946
per-layer routing:
| metal | vias up | global-route usage [%] | wire (um) |
|---|---|---|---|
| met2 | 39 | 15.01 | 1475 |
| met5 | - | 0 | 0 |
| met1 | 373 | 10.15 | 1148 |
| met4 | 0 | 0 | 0 |
| met3 | 0 | 2.273 | 353 |
| li1 | 445 | - | - |
cells in the mapped netlist, types with 2 or more instances:
master	n	share of area (%)
a21oi_1	7	5.8
and2_1	5	5.2
and3_1	17	18
buf_4	20	25
clkbuf_1	5	3.1
nand2_1	6	3.7
nand2b_1	2	2.1
nand3_1	2	1.7
nor2_1	10	6.2
nor2b_1	6	6.2
nor3_1	2	1.7
nor4_4	2	7.0
worst paths after layout:
check | to | startpoint
worst max-delay path | alu_op_o[2] | instr_i[13]
worst min-delay path | rs1_o[4] | instr_i[19]
tightest hold or removal path: stages:
cell and delay [ps]:
clkdlybuf4s50_1 390, and2_1 130, clkdlybuf4s50_1 400
cells by family (layout without fill, tap and decap cells):
group                     count (synthesis)  count (layout)  share of synthesized area (%)
buffers and inverters                    26              94                          28.57
AOI/OAI and AO/OA                         9               9                          8.489
and+or+nand+nor                          58              58                          60.04
xor gates and xnor gates                  2               2                          2.899
Power and IR drop assume default switching activity.
