**flow/design.v**
```verilog
module alu #(parameter WORD_SIZE = 32, NUM_P_REGS = 64, ALU_OP_SIZE = 4, ALU_ADD = 4'b0010, ALU_SUB = 4'b0110, ALU_AND = 4'b0000,
				 ALU_XOR = 4'b1000, ALU_SRA = 4'b1001)
	(
		input [ALU_OP_SIZE-1:0] alu_op_i,
		input [WORD_SIZE-1:0] alu_data0_i,
		input [WORD_SIZE-1:0] alu_data1_i,
		output reg [WORD_SIZE-1:0] result_o,
		output zero_o
	);
	assign zero_o = result_o == 0;
	always @ (*) begin
		case(alu_op_i)
			ALU_ADD: begin
				result_o = alu_data0_i + alu_data1_i;
			end
			ALU_SUB: begin
				result_o = alu_data0_i - alu_data1_i;
			end
			ALU_AND: begin
				result_o = alu_data0_i & alu_data1_i;
			end
			ALU_XOR: begin
				result_o = alu_data0_i ^ alu_data1_i;
			end
			ALU_SRA: begin
				result_o = alu_data0_i >>> alu_data1_i;
			end
			default: begin
				result_o = 0;
			end
		endcase
	end
endmodule
```
**flow/run.sh**
```bash
#!/bin/bash
# OpenROAD 26Q1-2900-gdf79404cd8, Yosys 0.63+post, stock flow scripts
make -C /OpenROAD-flow-scripts/flow DESIGN_CONFIG=/design/flow/config.mk WORK_HOME=/design/flow/orfs finish
```
**flow/config.mk**
```make
export PLATFORM = sky130hd
export DESIGN_NAME = alu
export DESIGN_NICKNAME = alu
export VERILOG_FILES = /design/flow/design.v
export SDC_FILE = /design/flow/constraint.sdc
export NUM_CORES = 4
export LEC_CHECK = 1
export CORE_UTILIZATION = 30
```
**flow/constraint.sdc**
```tcl
current_design alu

set clk_period 21.1
set clk_io_pct 0.2

create_clock -name clk0 -period $clk_period

set non_clock_inputs [all_inputs -no_clocks]
set_input_delay [expr $clk_period * $clk_io_pct] -clock clk0 $non_clock_inputs
set_output_delay [expr $clk_period * $clk_io_pct] -clock clk0 [all_outputs]
```
==> flow_metrics.tcl <==
# implementation run metrics
set metrics [dict create \
    yosys_area_um2 5730 \
    flops 0 \
    grt_pass1_wl_um 35200 \
    num_antenna_cells 0 \
    post-route-min-period_ns 14.47 \
    synth.area.top_cells "ha_1 (14%), mux2i_1 (12%), mux4_2 (8.3%), a21oi_1 (4.9%), xnor2_1 (4.4%)" \
    top_cells_by_count "mux2i_1 (67), ha_1 (64), nor2_1 (60)" \
    dr.pass1.iters 5 \
    io_buffers 101 \
    drt_iter0_drc 576 \
    status "finished, final reports clean" \
    antenna_left 0 \
    finalSetupViolCount 0 \
    top_area_share_pct 14.0 \
    postSynthAreaPerCell_um2 7.54 \
    fin_crit_sh_pct 68.6 \
    routabilityCongestion 1.00 \
    drc 0 \
    crit_path_end_kind "output pin" \
    clockBufferCount 0 \
    post_cts_buffers 0 \
    slew_viol_final 0 \
    avgViaCountPerCell 6.09 \
    overflow 0 \
    grt_usage_pct 23.6 \
    area_growth_pct 20.1 \
    path_class "input port to output pin" \
    antenna_found_initial 0 \
    wl_per_cell_um 21.8 \
    drive_gt1_share_pct 8.23 \
    startpoint_type "input port" \
    fp.dieW_um 140 \
    top_area_cell "ha_1" \
    hold_buffers 0 \
    yosysSeqAreaShare_pct 0 \
    hold_viol 0 \
    irDropWorstVdd_uv 11.3 \
    initial_utilization_pct 30.6 \
    std_cell_rows 50 \
    timing.fmax_ghz 0.0691 \
    most_common_cell "mux2i_1" \
    synth.distinct_cells 87 \
    regArea_um2 0 \
    finalPower_uw 189 \
    powerDensity_nw_per_um2 27.5 \
    drt-total-wl_um 23100 \
    p_leak_uw 0.00279 \
    ys_cells 759 \
    grt_pass1_vias 6001 \
    synth.cell_area_um2 5730 \
    yosys_warnings 1 \
    num_vias 6452 \
    cp.arrival_ns 10.25 \
    synth_cells 759 \
    worst_hold_path_type "input port to output pin" \
    drv_cap 0 \
    finalSetupTns_ns 0 \
    place_hpwl_um 18900 \
    dieArea_um2 19600 \
    io_pins 101 \
    warnings 33 \
    grt_max_degree 44 \
    slew_headroom_pct 45.2 \
    tightest_slew_ns 0.821 \
    core_area_um2 18700 \
    required_ns 16.88 \
    die_h_um 140 \
    worst-path-max-fanout 26 \
    postCtsResizedCells 0 \
    grt_setup_unrepaired "false" \
]
## report_power, final
| group | internal, uW | switching (uW) |
|---|---|---|
| clock network | 0 | 0 |
| registers | 0 | 0 |
| logic | 83.9 | 105 |
## cells in the final DEF (no fill, tap or decap), types with 5 or more instances in the layout
| master | count |
|---|---|
| xor2_1 | 19 |
| o221ai_1 | 5 |
| nor4_1 | 13 |
| a22oi_1 | 10 |
| and2_1 | 10 |
| o21a_1 | 8 |
| o41ai_1 | 5 |
| mux2_2 | 8 |
| mux2_1 | 5 |
| a21o_1 | 9 |
| mux4_2 | 21 |
| or2_2 | 5 |
| nor3_1 | 27 |
| or4_1 | 8 |
| nor2b_1 | 9 |
| mux2i_1 | 67 |
| nor2_1 | 60 |
| o21ai_1 | 9 |
| o21ai_0 | 26 |
| o22ai_1 | 10 |
| a21oi_1 | 56 |
| clkdlybuf4s50_1 | 99 |
| a221o_1 | 5 |
| a31oi_1 | 14 |
| nand3_1 | 14 |
| xnor2_1 | 29 |
| nand2_1 | 59 |
| inv_1 | 19 |
| or3_1 | 5 |
| buf_4 | 11 |
| and3_1 | 10 |
| ha_1 | 64 |
| o31ai_1 | 9 |
## routing by layer
layer	global-route usage (%)	routed length, um
met5	0	0
met4	3.70	379
met3	3.20	1660
met2	38.4	10700
met1	33.9	10400
## worst max-delay path, cell delays in order
cell             delay, ns
clkdlybuf4s50_1       0.40
buf_4                 0.21
inv_2                 0.46
ha_1                  0.26
nand2_1               0.09
nor3_1                0.36
and2_1                0.23
nand2_1               0.10
o31ai_1               0.29
xor2_1                0.12
ha_1                  0.37
and3_1                0.28
and3_1                0.23
nand3_1               0.14
a21oi_4               0.27
nor2_1                0.08
o31ai_1               0.56
xnor2_1               0.18
o221ai_1              0.18
or4b_1                0.56
nor3_2                0.16
clkdlybuf4s50_1       0.48
## kinds of logic (layout without fill, tap and decap cells)
family	Yosys count	after routing	synth area share (%)
xor gates and xnor gates	48	48	7.34
and+or+nand+nor	255	255	23.1
AOI/OAI and AO/OA	224	224	27.4
muxes	101	101	22.5
buffers and inverters	66	133	5.29
adders and majority gates	65	65	14.3
## area by class of cell
type	instances	area, um^2
fill	1951	11800
multi-input combinational	693	5420
timing repair buffer	112	1080
tap	234	293
inverter	21	78.8
## path summary, 6_finish.rpt
path / to / startpoint / slack (ns) / cells after the start
max: zero_o / alu_data1_i[0] / 6.63 / 22
min: result_o[12] / alu_op_i[3] / 9.71 / 5
## through the flow
| step | instance area, um^2 | hold slack, ns | utilization (%) | instances | worst slack, ns |
|---|---|---|---|---|---|
| after floorplan | 5730 | 8.62 | - | 759 | 7.89 |
| after global placement | 6880 | 9.70 | 36.8 | 1060 | 6.69 |
| after CTS | 6880 | 9.70 | 36.8 | 1060 | 6.68 |
| after detailed placement | 6880 | 9.69 | 36.8 | 1060 | 6.70 |
| final | 6880 | 9.71 | 36.8 | 1060 | 6.63 |
| after global routing | 6880 | 9.72 | 36.8 | 1060 | 6.20 |
