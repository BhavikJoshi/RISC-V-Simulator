[./config.mk]
export PLATFORM = sky130hd
export DESIGN_NAME = register_file
export DESIGN_NICKNAME = register_file
export VERILOG_FILES = /design/flow/design.v
export SDC_FILE = /design/flow/constraint.sdc
export NUM_CORES = 4
export LEC_CHECK = 1
export CORE_UTILIZATION = 40
[./constraint.sdc]
current_design register_file

set clk_period 9.7
set clk_io_pct 0.2

create_clock -name clk0 -period $clk_period [get_ports {clk_i}]

set non_clock_inputs [all_inputs -no_clocks]
set_input_delay [expr $clk_period * $clk_io_pct] -clock clk0 $non_clock_inputs
set_output_delay [expr $clk_period * $clk_io_pct] -clock clk0 [all_outputs]
[./design.v]
module register_file #(parameter NUM_P_REGS = 64, WORD_SIZE = 32)
	(
		input clk_i,
		input reg_write0_i,
		input reg_write1_i,
		input [$clog2(NUM_P_REGS)-1:0] dest0_i,
		input [$clog2(NUM_P_REGS)-1:0] dest1_i,
		input [WORD_SIZE-1:0] word0,
		input [WORD_SIZE-1:0] word1,
		input [$clog2(NUM_P_REGS)-1:0] read_reg0_i,
		input [$clog2(NUM_P_REGS)-1:0] read_reg1_i,
		input [$clog2(NUM_P_REGS)-1:0] read_reg2_i,
		input [$clog2(NUM_P_REGS)-1:0] read_reg3_i,
		output [WORD_SIZE-1:0] val_reg0_o,
		output [WORD_SIZE-1:0] val_reg1_o,
		output [WORD_SIZE-1:0] val_reg2_o,
		output [WORD_SIZE-1:0] val_reg3_o
	);
	reg [WORD_SIZE-1:0] rf [0:NUM_P_REGS-1];
	initial begin
		integer i;
		for (i = 0; i < NUM_P_REGS; i++) begin
			rf[i] = 0;
		end
	end
	assign val_reg0_o = rf[read_reg0_i];
	assign val_reg1_o = rf[read_reg1_i];
	assign val_reg2_o = rf[read_reg2_i];
	assign val_reg3_o = rf[read_reg3_i];
	always @ (posedge clk_i) begin
		if (reg_write0_i && dest0_i != 0) begin
			rf[dest0_i] = word0;
		end
		if (reg_write1_i && dest0_i != 0) begin
			rf[dest1_i] = word1;
		end
	end
endmodule
[./run.sh]
#!/bin/bash
# OpenROAD 26Q1-2900-gdf79404cd8, Yosys 0.63+post, stock flow scripts
make -C /OpenROAD-flow-scripts/flow DESIGN_CONFIG=/design/flow/config.mk WORK_HOME=/design/flow/orfs finish
==> reports/metrics.cfg <==
[yosys]
top_area_share_pct=39.9
flop_cell=edfxtp_1
synth_seq_share_pct=39.9
avgSynthCellArea_um2=16.5
synthCells=9354
async_flop_share_pct=0
syn_area_um2=154000
ys_area_um2=154000
synth-warning-count=1
largest_area_cell=edfxtp_1
yosys_cells=9354
ys_seq_elements=2048
edf_count=2048
topCellsByArea=edfxtp_1 40%, mux4_2 33%, mux2_2 15%
synth.distinct_cells=58

[final_timing]
setup_violations=0
finalCritPeriodShare_pct=84.4
slew_headroom_pct=6.55
tns_ps=0
fmax_mhz=122
min_period_ps=8190
final-hold-violation-count=0
slew_viol_final=0
rsz0062_at_grt=no
hold_ws_ps=1520
worst_pin_slew_ps=1390

[drt]
viasPerCell=7.52
drt-total-wl_um=767000
drtIter0Drc=9182
drtPass1Iterations=6
remaining_drc_errors=0
vias=109000
detail-route-antenna-nets=0
wl_per_cell_um=53.1

[finish]
area_growth_pct=10.5
fill_cells=32600
drive_above_1_share_pct=59.9
largest_register_ffs=2048

[worst_setup_path]
worstSetupPathType=primary input to output pin
crit_fanout=33
crit_path_top_delay_cell=a221oi_1
arrival_ps=6250
slowest_delay_ps=1200
required_ps=7760
critPathCaptureType=output pin
crit_path_cell_trace=buf_8 > buf_4 > mux4_2 > mux2i_1 > a221oi_1 > o21ai_0 > nand2_1 > clkdlybuf4s50_1
startpoint_type=primary input

[placed_design]
place.gp.congestion=1.04
dpl.hpwl_um=494000
io_buffers=230

[global_route]
grt_pass1_wl_um=1020000
antenna_found_initial=67
gr-usage-all-layers_pct=42.7
grt_overflow=0
grt_pass1_vias=114000
grt_max_degree=75

[power]
p_leak_uw=0.0547
peakVddDrop_v=0.000206
power.internal_uw=17200
swShare_pct=28.4
p_switching_uw=6850
power_density_nw_per_um2=141
clock_power_share_pct=39.9
p_comb_share_pct=18.7
seqPwrFrac_pct=41.4

[clock_network]
clock-root-buffer=clkbuf_16
numCtsBuffers=238
clock_path_buffers=4
clock-sinks=2048
cts_tree=built
ctsResizeCount=0
clk_pin_slew_ps=60
h-tree-depth=4
post-cts-setup-buffers=0
cts_hold_buf=0

[floorplan]
dieArea_um2=388000
die_x_um=623
num_rows=227
io_pins=231
fp_util_pct=40.3
die_y_um=623
core_area_um2=383000

[min_path]
hold_path_class=primary input to flop
min_to=rf[23][6]
hp-start=word0[6]
whs_path_depth=2

[flow_run]
cap_violations=0
warnings=27

[outcome]
status=complete, no violations

==> worst max path at each step <==
stage	startpoint	to	cells past startpoint
finish	read_reg0_i[0]	val_reg0_o[2]	8
CTS	read_reg1_i[0]	val_reg1_o[10]	10
global route	read_reg1_i[0]	val_reg1_o[10]	10
==> routing by layer <==
layer	GRT usage [%]	up-vias	wire, µm
li1	-	39700	-
met5	12.9	-	4800
met1	41.7	55200	209000
met4	30.6	148	71900
met2	53.8	11000	313000
met3	40.4	2650	168000
==> power groups by stage <==
stage / clock (µW) / combinational (µW) / sequential [µW]
final: 9600 / 4510 / 9980
after global routing: 9920 / 4590 / 9990
after CTS: 9640 / 4370 / 9970
==> cells in the final DEF (no fill, tap or decap), types with 16 or more instances in the layout <==
cell / n
clkinv_2: 61
clkinvlp_4: 16
clkbuf_16: 242
clkbuf_1: 33
mux2i_1: 458
o221ai_1: 18
a221oi_1: 50
nor2_4: 33
a21oi_1: 67
a31oi_1: 54
buf_12: 52
bufinv_16: 35
nor2b_1: 21
nand2_1: 216
clkdlybuf4s50_1: 145
mux2_1: 31
mux4_2: 2254
o211ai_1: 32
mux2_2: 2043
buf_2: 64
nor2_1: 100
clkinv_1: 40
buf_4: 566
diode_2: 99
edfxtp_1: 2048
o22ai_1: 121
a22oi_1: 142
nand2_4: 32
mux2_4: 30
o21ai_4: 32
o21ai_0: 58
o22ai_4: 31
==> kinds of logic after synthesis <==
kind of cell / Yosys count / synth area share (%)
simple gates: 493 / 1.51
buf+inv: 1344 / 4.42
mux: 4816 / 51.3
compound gates: 653 / 2.87
flops: 2048 / 39.9
==> critical path, delay by kind of cell <==
family                 cells  cell delay (ps)
AND/OR/NAND/NOR            1              300
AND-OR/OR-AND              2             1410
multiplexers               2              690
buffers and inverters      3             1680
==> per-stage QoR <==
step	setup slack [ps]	power, µW	area [µm²]	util (%)	instances
after floorplan	3900	12700	154000	-	9354
after global placement	1540	14500	162000	42.3	13900
after detailed placement	1570	14500	162000	42.3	13900
after CTS	1570	24000	170000	44.4	14300
after global routing	1480	24500	170000	44.4	14400
final	1510	24100	170000	44.5	14400
==> cell type report <==
cell class | instances | area [µm²] | area share [%]
Inverter | 7 | 41.3 | 0.0242
Timing Repair Buffer | 842 | 7280 | 4.27
Clock inverter | 172 | 1820 | 1.07
Tap cell | 5038 | 6300 | 3.70
Clock buffer | 275 | 6180 | 3.63
Sequential cell | 2048 | 61500 | 36.1
Multi-Input combinational cell | 5962 | 87100 | 51.1
Antenna cell | 99 | 248 | 0.145
==> Yosys cell counts (all sizes together) (6+ instances only) <==
master	instances
o21ai	90
a31oi	54
mux2i	458
nand3b	8
o221ai	18
mux4	2254
inv	6
a22oi	142
buf	659
clkbuf	678
o32ai	8
nand2	251
nand2b	9
and2	12
a21oi	67
nand3	14
nor2	139
edfxtp	2048
o211ai	32
or3	6
a211oi	10
mux2	2104
or2	8
a221oi	50
nor2b	32
o22ai	152
Power and IR drop assume default switching activity.
